$ cat /design/flow/design.v
module monostable_reg # (
    parameter     TIME = 50000
) (
    input  wire   rstn,
    input  wire   clk,
    input  wire   i_signal,
    output reg    o_signal
);
initial    o_signal = 1'b0;
reg        i_signal_d = 1'b0;
reg [31:0] counter = 0;
always @ (posedge clk or negedge rstn)
    if (~rstn)
        i_signal_d <= 1'b0;
    else
        i_signal_d <= i_signal;
always @ (posedge clk or negedge rstn)
    if (~rstn) begin
        counter <= 0;
        o_signal <= 1'b0;
    end else begin
        if (i_signal_d)
            counter <= TIME;
        else if (counter > 0)
            counter <= counter - 1;
        o_signal <= (counter > 0);
    end
endmodule
$ cat /design/flow/run.sh
#!/bin/bash
# OpenROAD 26Q1-2900-gdf79404cd8, Yosys 0.63+post, stock flow scripts
make -C /OpenROAD-flow-scripts/flow DESIGN_CONFIG=/design/flow/config.mk WORK_HOME=/design/flow/orfs finish
$ cat /design/flow/config.mk
export PLATFORM = sky130hd
export DESIGN_NAME = monostable_reg
export DESIGN_NICKNAME = monostable_reg
export VERILOG_FILES = /design/flow/design.v
export SDC_FILE = /design/flow/constraint.sdc
export NUM_CORES = 4
export LEC_CHECK = 1
export CORE_UTILIZATION = 30
$ cat /design/flow/constraint.sdc
current_design monostable_reg

set clk_period 8.7
set clk_io_pct 0.2

create_clock -name clk0 -period $clk_period [get_ports {clk}]

set non_clock_inputs [all_inputs -no_clocks]
set_input_delay [expr $clk_period * $clk_io_pct] -clock clk0 $non_clock_inputs
set_output_delay [expr $clk_period * $clk_io_pct] -clock clk0 [all_outputs]
==> run summary <==
Worst setup margin -> 5920 ps
Async set or reset register ratio after synthesis -> 1.00
Flops after synth -> 34
Number of stages on the worst setup path -> 1
Simple share -> 0.299
Top-area cell share -> 0.453
Post-DP HPWL -> 2570 um
Arr. time, crit path -> 1040 ps
Worst slew margin -> 0.602
Pin count of the biggest net entering global routing -> 35
Cycle use final -> 0.320
Area contributors post-synth -> dfrtp_1, or4_1, xnor2_1, o31ai_1, nor4_1
Critical path buffers and inverters -> 1
Setup crit end kind -> output port
Power Density -> 147 mW/mm^2
Core footprint -> 0.00599 mm^2
Slew @ Worst Pin -> 581 ps
Netlist cell types -> 41
Most common reg cell -> dfrtp_1
Setup Viol. Count Final -> 0
CTS root buf -> clkbuf_8
Hold depth -> 2
Avg Cell Area, Syn -> 9.88 um^2
WL met1 -> 1990 um
Drt first pass iters -> 4
Layout cells sized above 1 -> 0.0979
Vias/cell -> 5.46
Crit path launch type -> flip-flop
Die Y -> 81.1 um
Remaining Overflow, GRT -> 0
Fillers -> 603
Vias -> 1,469
Remaining antenna violation count after routing -> 0
Met2 Routed Length -> 1660 um
DP Worst Slack -> 6070 ps
H-tree depth -> 2
CTS tree -> done
Highest metal layer with signal wires -> met4
Worst vdd ir -> 0.0678 mV
Worst Skew -> 5.43 ps
Flip-flops with a built-in enable -> 0
# diodes -> 0
Clock transition at path regs -> 60 ps
Area of the mapped netlist -> 0.00188 mm^2
Rows -> 28
Critical path type -> flip-flop to output port
Crit Path Max Fanout -> 1
Clk ins delay skew pair -> 280 ps
RSZ-0062 raised after global routing -> false
Crit-path leading delay family -> buffers and inverters
Sequential cell area -> 851 um^2
Post-CTS Hold Buffers -> 0
Worst R2R End -> counter[31]
Slowest stage delay, CP -> 450 ps
Outcome -> completed
Initial antenna violation count -> 0
Design area -> 0.00205 mm^2
Area after DPL -> 0.00198 mm^2
Final core occ -> 0.343
Max Slew Vio Count -> 0
CP cell instances -> clkdlybuf4s50_1
Global router's overall resource usage -> 0.130
Post-synth seq share -> 0.453
Log Warnings -> 25
Fin Setup TNS -> 0 ps
Yosys xor share -> 0.0560
Ys cells -> 190
Initial DRC count -> 72
RePlAce Congestion -> 0.796
Per-cell routed wire length -> 14.1 um
Cells after synthesis -> 190
Syn-to-layout area delta -> 9.33%
Vias in the first global route -> 1,361
Post-CTS setup buffer count -> 0
Worst setup path start -> o_signal
Final Hold Vio Count -> 0
Total number of yosys warnings -> 1
Clk buf depth -> 2
Mux share -> 0.0180
CTS Buf Count -> 5
Crit path DRT -> 6960 ps
Setup crit end -> o_signal
Final wirelength -> 3800 um
Yosys adder share -> 0.00666
Complex Gates by Area -> 0.130
Die Wd -> 81.1 um
Largest logic family -> simple AND/OR/NAND/NOR gates
Die area -> 0.00658 mm^2
Flop-to-flop setup slack -> 6050 ps
Critical path's slowest cell -> clkdlybuf4s50_1
# port buffers -> 3
FP Util -> 0.313
DRC -> 0
Max Fclk -> 0.359 GHz
Area reported by Yosys stat -> 0.00188 mm^2
Routed wl met3 -> 99 um
First-pass GRT wire length -> 6520 um
Worst Hold Class -> flip-flop to flip-flop
IO Pins -> 4
Clock Sinks -> 34
Yosys top cell by area -> dfrtp_1
Worst r2r path cells -> 6
Crit path time final -> 2780 ps
LEAKAGE -> 0.768 nW
Reg2Reg Launch Point -> counter[17]
Post-CTS Resized -> 0
Max Cap Viol -> 0
Logic area -> 957 um^2
synthesized netlist by cell type (all sizes together) (3+ instances only):
master	instances
dfrtp	34
nor2	16
or4	14
nor4	12
o31ai	11
xnor2	11
nor3	10
a21oi	9
or3	9
clkbuf	6
nand3	6
buf	4
inv	4
nor2b	4
a211oi	3
mux2	3
nand2	3
nand4	3
o21a	3
or2	3
cells in the final DEF, fill, tap and decap left out, drive strengths merged, types with 2 or more instances in the layout:
master,synthesis,layout
a211oi,3,3
a21oi,9,9
and3,2,2
buf,4,4
clkbuf,6,7
clkdlybuf4s50,0,3
dfrtp,34,34
inv,4,4
mux2,3,3
nand2,3,3
nand2b,2,2
nand3,6,6
nand3b,2,2
nand4,3,3
nor2,16,16
nor2b,4,4
nor3,10,10
nor4,12,12
nor4b,2,2
o21a,3,3
o21ai,2,2
o311ai,2,2
o31ai,11,11
or2,3,3
or3,9,9
or4,14,14
xnor2,11,11
flip-flops by register name (all words and copies together), names as in the netlist:
name and flops:
i_signal_d 1, o_signal 1, counter 32
power by group:
group | total [mW] | switching, mW | internal, mW
Combinational | 0.0282 | 0.0183 | 0.00989
Clock | 0.107 | 0.0523 | 0.0550
Sequential | 0.167 | 0.00404 | 0.163
cell families (layout without fill, tap and decap cells):
logic type                 Yosys count  after routing
xor gates and xnor gates            12             12
AOI/OAI and AO/OA                   35             35
adders and majority gates            1              1
buffers and inverters               14             18
and+or+nand+nor                     91             91
DFF                                 34             34
muxes                                3              3
worst min-delay path by stage:
stage,from,end,slack [ps]
6_report,counter[15],counter[15],550
5_1_grt,counter[15],counter[15],580
4_1_cts,counter[15],counter[15],560
per-layer routing:
metal  vias up  global-route usage
met5         -                   0
met4         0              0.0161
met3         8              0.0228
met2        11               0.194
met1       716               0.206
li1        734                   -
layout make-up:
cell class | instances | area share
Multi-Input combinational cell | 142 | 0.466
Sequential cell | 34 | 0.414
Tap cell | 75 | 0.0457
Inverter | 4 | 0.00731
Clock buffer | 7 | 0.0372
Timing Repair Buffer | 7 | 0.0293
through the flow:
step	power, mW	instances	hold slack, ps
after global routing	0.318	269	576
after floorplan	0.189	190	509
final	0.302	269	553
after CTS	0.308	269	556
after global placement	0.198	262	531
after detailed placement	0.198	262	541
Power and IR drop assume default switching activity.
