[design/flow/config.mk]
export PLATFORM = sky130hd
export DESIGN_NAME = rx_parse_packet
export DESIGN_NICKNAME = rx_parse_packet
export VERILOG_FILES = /design/flow/design.v
export SDC_FILE = /design/flow/constraint.sdc
export NUM_CORES = 4
export LEC_CHECK = 1
export CORE_UTILIZATION = 30
[design/flow/constraint.sdc]
current_design rx_parse_packet

set clk_period 4.8
set clk_io_pct 0.2

create_clock -name clk0 -period $clk_period [get_ports {clk}]

set non_clock_inputs [all_inputs -no_clocks]
set_input_delay [expr $clk_period * $clk_io_pct] -clock clk0 $non_clock_inputs
set_output_delay [expr $clk_period * $clk_io_pct] -clock clk0 [all_outputs]
[design/flow/design.v]
module rx_parse_packet (
    input  wire        rstn,
    input  wire        clk,
    input  wire        i_en,
    input  wire [ 7:0] i_data,
    output reg         o_en,
    output reg  [ 7:0] o_data,
    output reg         o_last,
    output wire        during_packet
);
initial o_en   = 1'b0;
initial o_data = 8'b0;
initial o_last = 1'b0;
localparam [3:0] HDR_0 = 0,
                 HDR_1 = 1,
                 HDR_2 = 2,
                 HDR_3 = 3,
                 HDR_4 = 4,
                 HDR_5 = 5,
                 HDR_6 = 6,
                 HDR_7 = 7,
                 LEN_0 = 8,
                 LEN_1 = 9,
                 LEN_2 = 10,
                 ZERO  = 11,
                 DATA  = 12;
reg [ 3:0] state = HDR_0;
assign during_packet = (state == DATA);
reg [23:0] pkt_len = 24'h0;
always @ (posedge clk or negedge rstn)
    if (~rstn) begin
        state   <= HDR_0;
        pkt_len <= 24'h0;
        o_en   <= 1'b0;
        o_data <= 8'b0;
        o_last <= 1'b0;
    end else begin
        o_en   <= 1'b0;
        o_data <= 8'b0;
        o_last <= 1'b0;
        if (i_en) begin
            case (state)
                HDR_0 :
                    state <= (i_data==8'hEB) ? HDR_1 : HDR_0;
                HDR_1 :
                    state <= (i_data==8'h9A) ? HDR_2 : HDR_0;
                HDR_2 :
                    state <= (i_data==8'hFC) ? HDR_3 : HDR_0;
                HDR_3 :
                    state <= (i_data==8'h1D) ? HDR_4 : HDR_0;
                HDR_4 :
                    state <= (i_data==8'h98) ? HDR_5 : HDR_0;
                HDR_5 :
                    state <= (i_data==8'h30) ? HDR_6 : HDR_0;
                HDR_6 :
                    state <= (i_data==8'hB7) ? HDR_7 : HDR_0;
                HDR_7 :
                    state <= (i_data==8'h06) ? LEN_0 : HDR_0;
                LEN_0 : begin
                    state <= LEN_1;
                    pkt_len[ 7: 0] <= i_data;
                end
                LEN_1 : begin
                    state <= LEN_2;
                    pkt_len[15: 8] <= i_data;
                end
                LEN_2 : begin
                    state <= ZERO ;
                    pkt_len[23:16] <= i_data;
                end
                ZERO  :
                    state <= (i_data==8'h00) ? DATA  : HDR_0;
                default : begin  
                    pkt_len <= pkt_len - 24'd1;
                    o_en   <= 1'b1;
                    o_data <= i_data;
                    if (pkt_len <= 24'd1) begin
                        o_last <= 1'b1;
                        state <= HDR_0;
                    end
                end
            endcase
        end
    end
endmodule
[design/flow/run.sh]
#!/bin/bash
# OpenROAD 26Q1-2900-gdf79404cd8, Yosys 0.63+post, stock flow scripts
make -C /OpenROAD-flow-scripts/flow DESIGN_CONFIG=/design/flow/config.mk WORK_HOME=/design/flow/orfs finish
==> impl_metrics.tcl <==
# yosys + openroad results
set metrics [dict create \
    status "completed" \
    synthArstFlopShare 1.00 \
    worst_pin_slew_ns 0.827 \
    final_core_util 0.360 \
    largest_area_cell "dfrtp_1" \
    cts-root-buf "clkbuf_8" \
    grt_pass1_vias 2151 \
    viasPerCell 5.56 \
    antenna_found_initial 0 \
    wire_per_inst_um 15.7 \
    chipHeight_um 90.9 \
    critical_path_class "flip-flop to primary output" \
    start_kind "flip-flop" \
    cp_top_family "flip-flops" \
    slew_headroom 0.444 \
    drtAntennaViolNets 0 \
    vdd_drop_max_mv 0.136 \
    wl_mm 6.39 \
    postSynthSeqShare 0.401 \
    syn_inst 290 \
    tns_ns 0 \
    yosys_cells 290 \
    cts.path.max_buffers 2 \
    hold_viol 0 \
    place_area_sq_um 2660 \
    die_w_um 90.9 \
    ff_type "dfrtp_1" \
    post-route-period-util 0.576 \
    io_buffers 21 \
    endpoint_kind "primary output" \
    warnings 26 \
    total_power_uw 640 \
    max_freq_mhz 362 \
    cts-resized-gates 0 \
    ys_area_sq_um 2370 \
    cts_tree "done" \
    htreeDepth 2 \
    worstSkewPairLatency_ns 0.29 \
    fin_skew_ns 0.0102 \
    ctsHoldBuffers 0 \
    grt_max_degree 39 \
    worst_hold_path_type "flip-flop to flip-flop" \
    edf_count 0 \
    gp_congestion 0.879 \
    vias 2258 \
    max_stage_delay_ns 0.65 \
    drc 0 \
    rsz0062_at_grt "no" \
    clk_pin_slew_ns 0.08 \
    ys.flops 38 \
    io_pins 22 \
    cts.sink_count 38 \
    critPathSlowestCell "dfrtp_1" \
    firstDrtPassIters 4 \
    die_area_sq_um 8260 \
    yosysWarnings 1 \
    synth_cell_types 46 \
    cap_viol_max_count 0 \
    crit_fanout 17 \
    finalCriticalPeriod_ns 2.77 \
    syn_area_sq_um 2370 \
    topCellsByArea "dfrtp_1 40%, a21oi_1 5.7%, nor2_1 4.7%, nand2_1 4.1%, o21ai_0 3.8%" \
    cp_data_arrival_time_ns 1.81 \
    cts-buffers-inserted 5 \
    crit_buf_inv 1 \
    dp_hpwl_mm 4.33 \
    overflow 0 \
    diodes 0 \
    crit_chain "nand2_1 -> nor3_1 -> clkdlybuf4s50_1" \
    drtIter0Drc 160 \
    area_delta_synth_final_pct 16.6 \
    netlist.area_leader.share 0.401 \
    grt_pass1_wl_mm 10.8 \
    required_ns 3.84 \
    drive_gt1_frac 0.0592 \
    setup_violations 0 \
    stdcell_area_sq_um 2760 \
    power.density_nw_per_um2 232 \
    leakage_nw 1.08 \
    syn_area_per_cell_sq_um 8.18 \
    initial_core_util 0.308 \
    coreArea_sq_um 7690 \
    grtUsageTotal 0.166 \
    fp-row-count 32 \
    cts_setup_buffers 0 \
    drv_slew 0 \
]
worst reg2reg max path: stages (launching register included):
cell     delay, ns
dfrtp_1       0.43
or4_4         0.55
nor4_1        0.74
nand2_1       0.23
o32ai_1       0.33
a21oi_1       0.11
stage by stage:
step / cells / worst slack (ns) / hold WS [ns]
2_1_floorplan: 290 / 2.47 / 0.502
3_3_place_gp: 398 / 2.02 / 0.545
3_5_place_dp: 398 / 1.97 / 0.552
4_1_cts: 406 / 2.03 / 0.581
5_1_grt: 406 / 1.90 / 0.615
6_report: 406 / 2.03 / 0.580
kinds of logic after synthesis:
family | synth area share
flip-flops | 0.401
AND/OR/NAND/NOR | 0.314
AND-OR/OR-AND | 0.233
XOR/XNOR | 0.00369
adder cells (fa/ha/maj) | 0.0106
buffers and inverters | 0.0332
multiplexers | 0.00422
report_power, final:
| group | internal, mW | switching [mW] | total, mW |
|---|---|---|---|
| Clock | 0.153 | 0.113 | 0.266 |
| Sequential | 0.322 | 0.00614 | 0.328 |
| Combinational | 0.0159 | 0.0301 | 0.0460 |
| Total | 0.491 | 0.149 | 0.640 |
cell usage after synthesis, types with 6 or more instances:
master / number
dfrtp_1: 38
nor2_1: 30
a21oi_1: 27
nand2_1: 26
o21ai_0: 18
clkbuf_1: 17
and2_1: 12
nor3_1: 11
nor4_1: 10
o22ai_1: 10
nand3_1: 9
a2bb2oi_1: 6
final cells by class:
cell class	instances	area [sq um]
fill	773	4920
multi-input combinational	231	1340
sequential	38	951
timing repair buffer	23	220
tap	102	128
clock buffer	5	68.8
clock inverter	3	40.0
inverter	4	15.0
cells in the final DEF, fill, tap and decap left out, types with 5 or more instances in the layout:
master | netlist | layout
a21oi_1 | 27 | 27
o22ai_1 | 10 | 10
a31oi_1 | 5 | 5
clkdlybuf4s50_1 | 0 | 20
nand4_1 | 5 | 5
dfrtp_1 | 38 | 38
nor2b_1 | 5 | 5
nor2_1 | 30 | 30
clkbuf_8 | 0 | 5
a2bb2oi_1 | 6 | 6
o21ai_0 | 18 | 18
nand2_1 | 26 | 26
and2_1 | 12 | 12
nand3_1 | 9 | 9
nand2b_1 | 5 | 5
nor3_1 | 11 | 11
nor4_1 | 10 | 10
routing by layer:
metal	vias to the layer above	GRT usage	share of wire
li1	1106	-	-
met3	7	0.0317	0.074
met1	1060	0.249	0.46
met5	-	0	0
met2	85	0.259	0.45
met4	0	0.0225	0.0099
registers in the layout (all words and copies together), names as in the netlist:
register	cells
o_en	1
pkt_len	24
state	4
o_last	1
o_data	8
final timing paths:
kind                             startpoint             to  slack, ns  cells past startpoint
worst min-delay path            pkt_len[23]    pkt_len[23]       0.58                      2
max in group asynchronous              rstn     pkt_len[9]       3.75                      2
worst max-delay path               state[2]  during_packet       2.03                      3
worst min register to register  pkt_len[23]    pkt_len[23]       0.58                      2
min in group asynchronous              rstn     pkt_len[1]       0.71                      2
worst max register to register   pkt_len[7]    pkt_len[23]       2.29                      5
